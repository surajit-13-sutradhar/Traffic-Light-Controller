==> /design/flow/design.v <==
module traffic_light_controller (
    input clk,            
    input reset,          
    output reg red,       
    output reg yellow,    
    output reg green      
);
    parameter GREEN = 2'b00, 
              YELLOW = 2'b01, 
              RED = 2'b10;
    reg [1:0] state, next_state;
    reg [3:0] timer;
    always @(posedge clk or posedge reset) begin
        if (reset) begin
            state <= RED;
            timer <= 0;
        end 
        else begin
            state <= next_state;
            if (timer == 4'd9)
                timer <= 0;
            else
                timer <= timer + 1;
        end
    end
    always @(*) begin
        red = 0;
        yellow = 0;
        green = 0;
        case (state)
            GREEN: begin
                green = 1;  
                next_state = (timer == 4'd9) ? YELLOW : GREEN;
            end
            YELLOW: begin
                yellow = 1;  
                next_state = (timer == 4'd4) ? RED : YELLOW;
            end
            RED: begin
                red = 1;  
                next_state = (timer == 4'd9) ? GREEN : RED;
            end
            default: begin
                next_state = RED;
            end
        endcase
    end
endmodule
==> /design/flow/run.sh <==
#!/bin/bash
# OpenROAD 26Q1-2900-gdf79404cd8, Yosys 0.63+post, stock flow scripts
make -C /OpenROAD-flow-scripts/flow DESIGN_CONFIG=/design/flow/config.mk WORK_HOME=/design/flow/orfs finish
==> /design/flow/config.mk <==
export PLATFORM = sky130hd
export DESIGN_NAME = traffic_light_controller
export DESIGN_NICKNAME = traffic_light_controller
export VERILOG_FILES = /design/flow/design.v
export SDC_FILE = /design/flow/constraint.sdc
export NUM_CORES = 4
export LEC_CHECK = 1
export CORE_AREA = 10 10 70 70
export DIE_AREA = 0 0 80 80
==> /design/flow/constraint.sdc <==
current_design traffic_light_controller

set clk_period 2.2
set clk_io_pct 0.2

create_clock -name clk0 -period $clk_period [get_ports {clk}]

set non_clock_inputs [all_inputs -no_clocks]
set_input_delay [expr $clk_period * $clk_io_pct] -clock clk0 $non_clock_inputs
set_output_delay [expr $clk_period * $clk_io_pct] -clock clk0 [all_outputs]
==> flow_summary.yaml <==
# yosys + openroad results
status:
  outcome: "finished clean"
timing:
  maxSlewViolCount: 0
  whs_ns: 0.419
  final.period_utilization_pct: 77.2
  fin_tns_setup_ns: 0
  hold_violations: 0
  worst_pin_slew_ns: 0.308
  fmax_ghz: 0.589
  period_needed_ns: 1.70
  grt_setup_unrepaired: "false"
  setup_viol_count_final: 0
  max-slew-margin-rel_pct: 79.4
  skew_ns: 0.00165
place:
  place_area_um2: 409
  portBuffers: 4
  detailed_place_hpwl_um: 396
  gp_congestion: 0.707
global_routing:
  grt_pass1_vias: 244
  grt_usage_pct: 1.98
  gr-max-usage-layer: "met2"
  antenna_found_initial: 0
  grt_pass1_wl_um: 993
  grt_use_met1_pct: 2.16
  overflow: 0
  grt_max_degree: 8
  use_met2_pct: 2.57
  met3_usage_pct: 1.82
final_layout:
  final_cell_area_um2: 438
  utilization_pct: 12.8
  layout_top_cells: "6 x dfrtp_1, 4 x inv_1, 4 x clkdlybuf4s50_1"
  drive_above_1_share_pct: 19.4
  area_growth_syn_to_layout_pct: 40.6
  final_common_cell: "dfrtp_1"
floorplanning:
  die_y_um: 80
  fp_util_pct: 9.12
  core.rowCount: 21
  io_pins: 5
  die_x_um: 80
  chip_area_mm2: 0.00640
  core_mm2: 0.00342
worst_setup_path:
  crit_buf_inv: 1
  critical_path_peak_fanout: 4
  max_stage_delay_ns: 0.55
  path_delay_family: "flip-flops"
  crit_slowest_cell: "dfstp_2"
  crit_required_ns: 1.76
  cp-end-kind: "output pin"
  crit_path_cell_trace: "clkdlybuf4s50_1"
  start_kind: "flip-flop"
  setup.worst_path.class: "reg2out"
  cp.arrival_ns: 1.26
detailed_routing:
  ant_nets: 0
  wirelength_um: 554
  drt_iter0_drc: 19
  drt_first_pass_iters: 2
  routedWlPerCell_um: 6.67
  vias: 218
  drc: 0
  vias_per_cell: 2.63
hold_path:
  holdCritPathClass: "in2async"
clocking:
  cts_hold_buf: 0
  clock_sinks: 7
  tritoncts: "done"
  insertion_delay_ns: 0.25
  ctsResizeCount: 0
  cts_root_buffer: "clkbuf_4"
  cts.path.max_buffers: 2
  clk_pin_slew_worst_paths_ns: 0.05
  postCtsSetupBuffers: 0
  htree_num_levels: 1
  cts_made_buffers: 3
power:
  power_frac_seq_pct: 51.8
  powerDensity_mw_per_mm2: 568
  p_sw_share_pct: 19.7
  irDropWorstVdd_uv: 71.0
  internal-power_uw: 200
  clkPwrFrac_pct: 46.5
  switching_power_uw: 49.0
  leakage_uw: 0.000162
  comb_power_share_pct: 1.7
flow_run:
  cap_violations: 0
  warning_count: 25
synthesis:
  synth_cells: 28
  adder_share_pct: 0
  topCombFamilyByArea: "simple AND/OR/NAND/NOR gates"
  mux_share_pct: 8.43
  postSynthSeqShare_pct: 56.6
  simple_gate_share_pct: 15.7
  compound_area_share_pct: 11.6
  synth_area_um2: 312
  syn_area_per_cell_um2: 11.1
  synth_flops: 7
  ys_warn_count: 1
  synth_cell_types: 17
  yosys_cells: 28
  ys_area_um2: 312
  xor_area_share_pct: 2.81
metal layers:
| layer | wire [µm] | vias up |
|---|---|---|
| li1 | - | 110 |
| met1 | 242 | 101 |
| met2 | 209 | 7 |
| met3 | 102 | 0 |
| met4 | 0 | 0 |
| met5 | 0 | - |
layout make-up:
cell class              instances  area [µm²]
diodes                          1        2.50
inverters                       4        15.0
fillers                       392        2980
well taps                      46        57.6
repair buffers                  4        40.0
clock buffers                   4        26.3
multi-input cells              17         120
flip-flops and latches          7         176
cell families (layout without fill, tap and decap cells):
family | Yosys count | in the layout
XOR/XNOR | 1 | 1
AND/OR/NAND/NOR | 8 | 8
buffers and inverters | 4 | 12
multiplexers | 2 | 2
other | 0 | 1
AND-OR/OR-AND | 6 | 6
flip-flops | 7 | 7
per-stage QoR:
stage | setup WS (ns) | power [µW] | std cells
detailed placement | 0.763 | 135 | 78
floorplan | 1.07 | 133 | 28
CTS | 0.487 | 254 | 82
finish | 0.502 | 249 | 83
global placement | 0.767 | 135 | 78
global route | 0.454 | 261 | 82
synthesized netlist by cell type:
master    count  share of area [%]
o21ai_0       2                3.2
nor3_1        1                1.6
nor2b_1       1                2.0
mux2_4        1                4.8
nor3b_2       1                4.0
mux2_2        1                3.6
nor3b_1       1                2.4
dfstp_2       1                8.4
dfrtp_1       6                 48
inv_1         4                4.8
nand2b_1      1                2.0
nor2_1        1                1.2
nand2_1       2                2.4
xnor2_1       1                2.8
o22ai_1       1                2.0
a221o_1       1                3.2
a21oi_1       2                3.2
path summary, 6_finish.rpt:
| path | start | end | slack [ns] | cells past startpoint |
|---|---|---|---|---|
| setup / recovery | state[0] | red | 0.50 | 1 |
| hold / removal | reset | async pin | 0.42 | 2 |
| setup reg to reg | timer[1] | flip-flop | 0.97 | 3 |
| hold reg to reg | state[0] | state[0] | 0.51 | 2 |
| max in group asynchronous | reset | state[0] | 1.52 | 2 |
| min in group clk0 | state[0] | state[0] | 0.51 | 2 |
power groups by stage:
stage | registers, µW | clock network (µW) | logic [µW]
final | 129 | 116 | 4.17
after global routing | 129 | 127 | 4.88
after CTS | 129 | 121 | 4.41
Power and IR drop assume default switching activity.
